===== flow/run.sh =====
#!/bin/bash
# OpenROAD 26Q1-2900-gdf79404cd8, Yosys 0.63+post, stock flow scripts
make -C /OpenROAD-flow-scripts/flow DESIGN_CONFIG=/design/flow/config.mk WORK_HOME=/design/flow/orfs finish

===== flow/config.mk =====
export PLATFORM = sky130hd
export DESIGN_NAME = SINCOS_TAB
export DESIGN_NICKNAME = SINCOS_TAB
export VERILOG_FILES = /design/flow/design.v
export SDC_FILE = /design/flow/constraint.sdc
export NUM_CORES = 4
export LEC_CHECK = 1
export CORE_UTILIZATION = 30

===== flow/constraint.sdc =====
current_design SINCOS_TAB

set clk_period 12.0
set clk_io_pct 0.2

create_clock -name clk0 -period $clk_period [get_ports {sys_clk}]

set non_clock_inputs [all_inputs -no_clocks]
set_input_delay [expr $clk_period * $clk_io_pct] -clock clk0 $non_clock_inputs
set_output_delay [expr $clk_period * $clk_io_pct] -clock clk0 [all_outputs]

===== flow/design.v =====
`timescale 1ns / 1ps
`timescale 1ns / 1ps
module SINCOS_TAB(
    input wire sys_clk,
    input wire rst_n,
    input wire [8-1 : 0] addr_sin,
    input wire [8-1 : 0] addr_cos,
    output wire [16-1 :0] data_sin,
    output wire [16-1 :0] data_cos
    );
    reg [16-1:0]  rom_tab [256-1:0];
    reg [16-1:0] reg_temp_sin;
    reg [16-1:0] reg_temp_cos;
    genvar i;
    generate
    for (i = 0; i < 256 ; i = i + 1) begin: identifier
        always @(posedge sys_clk or negedge rst_n) begin
            if (~rst_n) begin
                rom_tab[i] <= 0;
            end
            else begin
                rom_tab[i] <= i * 201;
            end
        end
    end
    endgenerate
    always @(posedge sys_clk or negedge rst_n) begin
        if (~rst_n) begin
            reg_temp_sin <= 0;
            reg_temp_cos <= 0;
        end
        else  begin
            reg_temp_sin <= addr_sin;
            reg_temp_cos <= addr_cos;
        end
    end
    assign data_sin = rom_tab[reg_temp_sin];
    assign data_cos = rom_tab[reg_temp_cos];
endmodule

==> out/qor.csv <==
stage,metric,value,unit
placement,place.gp.congestion,1.20,
clock_network,cts-root-buf,clkbuf_16,
clock_network,clk_path_buf_depth,2,
global_route,grt_max_degree,60,
clock_network,clk_pin_slew,0.05,ns
placement,pre_cts_slack,5.73,ns
floorplan,design.die.area,28300,um2
placement,dp_hpwl,46300,um
route,drtIter0Drc,2773,
clock_network,cts_tree,yes,
final_timing,fin_crit,6.95,ns
yosys,syn_area_per_cell,5.83,um2
yosys,postSynthCellCount,1422,
critical_path,cp_max_fo,48,
final_timing,worst_pin_slew,1.08,ns
finish,syn_to_final_growth,9.97,%
clock_network,postCtsSetupBuffers,0,
route,ant_nets,0,
final_timing,fmax,144,MHz
route,dr_total_vias,13700,
floorplan,rows,60,
finish,lay_top_cells,"185 x nand2_1, 159 x nor2_1, 134 x a21oi_1",
global_route,grt_pass1_wl,95700,um
global_route,grt-ovfl-total,0,
yosys,numSynthFlops,17,
yosys,yosys_warnings,2,
run_status,status,finished clean,
floorplan,core_area,27000,um2
global_route,grt_pass1_vias,12700,
worst_hold_path,holdCritPathClass,in -> async,
critical_path,cp-end-kind,output port,
floorplan,die_y,168,um
clock_network,cts_made_buffers,3,
finish,drive_above_1_share,0.0796,
final_timing,finalHoldViolations,0,
clock_network,cts.sinks,17,
route,dr.pass1.iters,10,
clock_network,h-tree-depth,1,
yosys,ys_area,8290,um2
yosys,syn_area,8290,um2
placement,io_buffers,49,
floorplan,fp_util,0.307,
yosys,ys_types,87,
yosys,yosysSeqAreaShare,0.0513,
final_timing,slew_viol_final,0,
global_route,grt_usage,0.477,
yosys,async_flop_share,1.00,
floorplan,die_width,168,um
power,leakage,0.00295,uW
critical_path,critPathRequiredTime,9.60,ns
power,power_density,47.3,nW/um2
final_timing,finalWorstSetupSlack,5.05,ns
final_timing,period_used_share,0.579,
yosys,ys_cells,1422,
clock_network,holdBufCountCts,0,
global_route,grt_antenna_before_repair,2,
power,vdd_drop_max,0.0000805,V
route,wire_per_inst,38.7,um
critical_path,worst-setup-path-type,reg -> out,
clock_network,cts_resized,0,
finish,final_common_cell,nand2_1,
final_timing,setup_violations,0,
yosys,synth-edff-count,0,
critical_path,cp_data_arrival_time,4.55,ns
finish,filler_cell_count,3036,
floorplan,io_pins,50,
yosys,top_area_frac,0.0838,
run,cap_violations,0,
yosys,ff_type,dfrtp_1,
final_timing,setup_tns,0,ns
critical_path,startpoint_type,flop,
route,avgViaCountPerCell,7.86,
final_timing,maxSlewHeadroom,0.275,
route,drt-total-wl,67200,um
route,drc,0,
yosys,area_leaders,"nand2_1 8.4%, a21oi_1 8.1%, nor2_1 7.2%",
final_timing,rsz0062_at_grt,no,
yosys,yosysTopAreaCell,nand2_1,
run,warnings,25,
-- flip-flops by register name, summed over array words and instances (netlist names) --
signal / flops
reg_temp_cos: 8
reg_temp_sin: 8
rom_tab: 1
-- cell families (layout without fill, tap and decap cells) --
group | Yosys count | after routing | share of synthesized area
flops | 17 | 17 | 0.0513
other cells | 1 | 2 | 0.000453
compound gates | 535 | 535 | 0.420
xor+xnor | 15 | 15 | 0.0168
mux | 7 | 7 | 0.00876
buf+inv | 163 | 136 | 0.0910
simple gates | 684 | 684 | 0.412
-- path summary, 6_finish.rpt --
| kind | startpoint | end | slack (ns) | depth (start not counted) |
|---|---|---|---|---|
| hold / removal | rst_n | reg_temp_sin[6] | 2.59 | 1 |
| min in group clk0 | addr_sin[1] | reg_temp_sin[1] | 2.59 | 1 |
| setup / recovery | rom_tab[122][1] | data_sin[7] | 5.05 | 9 |
| max in group asynchronous | rst_n | reg_temp_cos[3] | 8.90 | 1 |
-- final cells by class --
class,count,area (um2),area share
inverter,16,60.1,0.00659
clock buffer,4,78.8,0.00865
multi-input combinational,1242,7120,0.781
sequential,17,433,0.0475
antenna,1,2.50,0.000275
timing repair buffer,116,993,0.109
tap,341,427,0.0468
-- metrics by stage --
stage / hold WS, ns / util / cell area, um2 / total power (uW) / cells
after floorplan: 2.10 / - / 8290 / 217 / 1422
after global placement: 2.85 / 0.334 / 9030 / 352 / 1732
after detailed placement: 2.84 / 0.334 / 9030 / 342 / 1732
after CTS: 2.59 / 0.337 / 9110 / 408 / 1736
after global routing: 2.59 / 0.337 / 9110 / 441 / 1736
final: 2.59 / 0.337 / 9110 / 431 / 1737
-- layer usage --
layer	vias up	GRT usage	part of all wire
met5	-	0.00348	0.00016
met4	2	0.487	0.14
met1	6116	0.495	0.30
met3	620	0.205	0.14
met2	1529	0.706	0.41
li1	5391	-	-
-- synth_stat cells, drive strengths merged (19+ instances only) --
| cell | count |
|---|---|
| a31oi | 32 |
| nor4 | 31 |
| nor2b | 28 |
| buf | 85 |
| nor2 | 160 |
| a21oi | 134 |
| nor3 | 55 |
| a22oi | 24 |
| clkbuf | 62 |
| nand2 | 190 |
| nand2b | 22 |
| nand3 | 68 |
| o22ai | 58 |
| nand4 | 31 |
| a211oi | 19 |
| o21ai | 111 |
-- critical path: stages, from the launching register on --
cell	delay, ns
dfrtp_2	0.60
buf_4	0.56
nor2b_1	0.86
nand3_1	0.69
o22ai_1	0.38
nor2_1	0.06
o2111ai_1	0.16
nor4_1	0.11
nand4_1	0.30
clkdlybuf4s50_1	0.53
-- power by group --
part | leakage (uW) | internal, uW | switching [uW]
clock network | 0.0000382 | 44.9 | 19.6
registers | 0.000192 | 60.4 | 6.56
logic | 0.00272 | 88.0 | 212
Power and IR drop assume default switching activity.

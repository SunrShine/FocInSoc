`flow/run.sh`:
```
#!/bin/bash
# OpenROAD 26Q1-2900-gdf79404cd8, Yosys 0.63+post, stock flow scripts
make -C /OpenROAD-flow-scripts/flow DESIGN_CONFIG=/design/flow/config.mk WORK_HOME=/design/flow/orfs finish
```
`flow/config.mk`:
```
export PLATFORM = sky130hd
export DESIGN_NAME = clk_divs
export DESIGN_NICKNAME = clk_divs
export VERILOG_FILES = /design/flow/design.v
export SDC_FILE = /design/flow/constraint.sdc
export NUM_CORES = 4
export LEC_CHECK = 1
export CORE_AREA = 10 10 70 70
export DIE_AREA = 0 0 80 80
```
`flow/constraint.sdc`:
```
current_design clk_divs

set clk_period 1.0
set clk_io_pct 0.2

create_clock -name clk0 -period $clk_period [get_ports {clk}]

set non_clock_inputs [all_inputs -no_clocks]
set_input_delay [expr $clk_period * $clk_io_pct] -clock clk0 $non_clock_inputs
set_output_delay [expr $clk_period * $clk_io_pct] -clock clk0 [all_outputs]
```
`flow/design.v`:
```
`timescale 1ns / 1ps
module clk_divs(
    input wire clk,   
    input wire rst_n,   
    output wire div_three   
    );
    reg [1:0] cnt;       
    reg div_clk1;
    reg div_clk2;
    always @(posedge clk or negedge rst_n) begin
        if (~rst_n) begin
            cnt <= 0;
        end
        else if(cnt == 2)begin
            cnt <= 0;
        end
        else begin
            cnt <= cnt + 1;
        end
    end
    always @(posedge clk or negedge rst_n)begin
        if(rst_n == 1'b0)begin
            div_clk1 <= 0;
        end
        else if(cnt == 0)begin
            div_clk1 <= ~div_clk1;
        end
        else
            div_clk1 <= div_clk1;
    end
    always @(negedge clk or negedge rst_n)begin
        if(rst_n == 1'b0)begin
            div_clk2 <= 0;
        end
        else if(cnt == 2)begin
            div_clk2 <= ~div_clk2;
        end
        else
            div_clk2 <= div_clk2;
    end
assign div_three = div_clk2 ^ div_clk1;
endmodule
```
==> impl_metrics.toml <==
# implementation run metrics
[run_status]
status = "finished with violations"
violations = "negative setup slack"

[cts]
cts_root_buf = "clkbuf_4"
clkSinkCount = 4
ctsHoldBuffers = 0
cts_buffers = 3
worstSkewPairLatency_ns = 0.25
h-tree-depth = 1
clockBufferDepth = 2
path_clk_slew_ns = 0.04
cts_tree = "yes"

[cells_and_area]
final_cells = 69
fillers = 402
comb_area_um2 = 57.6
synthToLayoutAreaGrowth_pct = 113
flop_area_um2 = 100
fin_area_um2 = 309
drive_above_1_share_pct = 56.5

[routing]
wl_met3_um = 87
vias_per_cell = 1.75
drc_errors = 0
diodes = 0
wire_per_inst_um = 4.87
wl_met2_um = 108
num_vias = 121
routedLengthMet1_um = 126
postRouteAntennaNets = 0
dr.pass1.iters = 1
drtIter0Drc = 0
wirelength_um = 336
top_layer_used = "met4"

[run]
drv_cap = 0
warnings = 28

[global_route]
grt_pass1_wl_um = 586
grtUsageTotal_pct = 1.39
grt_max_degree = 4
first_global_vias = 131
antenna_found_initial = 0
grt_overflow = 0

[timing]
fin_skew_ns = 0.00787
setup_viol = 2
fin_ws_ns = -0.592
hold_viol_final = 0
rsz0062_at_grt = "yes"
maxSlewHeadroom_pct = 90.7
worst_pin_slew_ns = 0.140
whs_ns = 0.268
maxSlewViolCount = 0

[synth]
mux_area_share_pct = 0
syn-cell-area_um2 = 145
synth_flop_count = 4
syn_inst = 10
top_area_cell = "dfrtp_1"
synth_cell_types = 7
ys_top_logic_family = "XOR/XNOR gates"
ys_sh_aoi_pct = 0
avgSynthCellArea_um2 = 14.5
xor_area_share_pct = 18.1
adder_share_pct = 0
synth_chip_area_um2 = 145
yosys.area_share.simple_pct = 12.9
ys_cells = 10
netlist.area_leader.share_pct = 51.7
topCellsByArea = "dfrtp_1 52%, dfrtn_1 17%, xor2_1 12%"
synth_seq_share_pct = 69.0
yosysWarningCount = 1

[floorplan]
fp-utilization_pct = 4.25
die-area_um2 = 6400
core_um2 = 3420
dieHeight_um = 80
placementRows = 21
die_width_um = 80
io_pins = 3

[place]
dpl_worst_slack_ns = -0.733
globalplace.congestion = 0.644
dp.cells = 63
postPlaceCellArea_um2 = 268
portBuffers = 2

[critical_path]
path_cells = "xor2_1 > buf_2"
endpoint_kind = "output pin"
critPathMaxFanout = 2
start_kind = "flop"
critPathKind = "flop to output pin"
cp_slowest_cell = "dfrtn_1"
worstPathArrival_ns = 1.39
cp_slowest_stage_delay_ns = 0.41
cp.required_ns = 0.80

[power]
irDropWorstVdd_uv = 153
p_clk_share_pct = 56.7
pwr-share-seq_pct = 40.9
power_density_nw_per_um2 = 1290
pwr-share-comb_pct = 2.4
p_int_mw = 0.319
p_leak_nw = 0.144
sw_frac_of_total_pct = 19.8
p_switching_mw = 0.0788

[min_path]
hold_path_class = "input pin to asynchronous set/reset pin"
## per-layer routing
metal	global-route usage (%)	vias up
met5	0	-
met1	1.20	57
li1	-	55
met2	1.36	6
met3	2.50	3
met4	0.528	0
## cell families (layout without fill, tap and decap cells)
logic type	count (synthesis)	in the layout
flops	4	4
xor+xnor	3	3
simple gates	3	3
buf+inv	0	13
## synthesized netlist by cell type
cell type,count
nor2_2,1
xnor2_1,1
xor2_1,2
nor2b_1,1
dfrtp_1,3
nand2b_1,1
dfrtn_1,1
## worst max-delay path: cells and delay by family, from the launching register on
family | cells | cell delay [ns]
DFF | 1 | 0.41
xor gates and xnor gates | 1 | 0.13
buffers and inverters | 1 | 0.10
## path summary, 6_finish.rpt
kind	slack, ns	start	to	cells past startpoint
max	-0.59	div_clk2$_DFFE_NN0N_	div_three	2
min	0.27	rst_n	cnt[1]$_DFF_PN0_	2
max reg2reg	-0.26	cnt[0]$_DFF_PN0_	div_clk2$_DFFE_NN0N_	2
min reg2reg	0.58	div_clk1$_DFFE_PN0N_	div_clk1$_DFFE_PN0N_	2
max in group asynchronous	0.35	rst_n	div_clk2$_DFFE_NN0N_	1
min in group clk0	0.58	div_clk1$_DFFE_PN0N_	div_clk1$_DFFE_PN0N_	2
## area by class of cell
type                    count  share of cell area (%)
clock buffers               4                    8.50
flip-flops and latches      4                    32.4
well taps                  46                    18.6
repair buffers              9                    21.9
multi-input cells           6                    18.6
## power by group through the flow
| stage | combinational [mW] | clock [mW] | sequential (mW) |
|---|---|---|---|
| finish | 0.00953 | 0.225 | 0.163 |
| CTS | 0.00982 | 0.239 | 0.163 |
| global route | 0.0109 | 0.266 | 0.162 |
## through the flow
stage	total power [mW]	util [%]	TNS (ns)
floorplan	0.165	-	-0.491
global placement	0.174	7.84	-0.985
detailed placement	0.175	7.84	-1.01
CTS	0.412	8.90	-0.880
global route	0.440	9.05	-0.959
finish	0.398	9.05	-0.854
## sequential cells by signal, summed over array words and instances, names as in the netlist
signal	flops
div_clk1	1
cnt	2
div_clk2	1
## placed cells by master (no fill, tap or decap), drive strengths merged
cell	count
xor2	2
buf	8
clkdlybuf4s50	1
nor2	1
xnor2	1
clkbuf	4
nor2b	1
nand2b	1
dfrtp	3
dfrtn	1
## timing repair
action | in CTS | in global routing
hold endpoints to repair | 0 | 0
setup buffers | 2 | 0
pin swaps | 1 | 0
setup endpoints to repair | 2 | 3
resized | 3 | 1
Power is estimated from default activity; no workload was simulated.

==> /design/flow/design.v <==
`timescale 1ns / 1ps
module SINCOS_TAB_demo 
#(  parameter N = 4,
    parameter Depth = 1<<N)
(
    input wire sys_clk,
    input wire rst_n,
    input wire [N-1:0] addra,
    output wire [15:0] sin_val
    );
reg [15:0]  rom_tab [Depth-1:0];
reg [15:0] reg_temp;
genvar i;
generate
for (i = 0; i < Depth ; i = i + 1) begin: identifier
    always @(posedge sys_clk or negedge rst_n) begin
        if (~rst_n) begin
            rom_tab[i] <= 0;
        end
        else begin
            rom_tab[i] <= i*201;
        end
    end
end
endgenerate
always @(posedge sys_clk or negedge rst_n) begin
    if (~rst_n) begin
        reg_temp <= 0;
    end
    else begin
        reg_temp <= rom_tab[addra];
    end
end
assign sin_val = reg_temp;
endmodule
`timescale 1ns / 1ps
module SinCos_cal_demo #(parameter N = 16)(
        input wire clk,
        input wire rst_n,
        input wire [3:0] angle,
        output wire [N-1:0] sin
    );
SINCOS_TAB_demo math_tab(
    .sys_clk(clk),
    .rst_n(rst_n),
    .addra(angle),
    .sin_val(sin)
);
endmodule
==> /design/flow/run.sh <==
#!/bin/bash
# OpenROAD 26Q1-2900-gdf79404cd8, Yosys 0.63+post, stock flow scripts
make -C /OpenROAD-flow-scripts/flow DESIGN_CONFIG=/design/flow/config.mk WORK_HOME=/design/flow/orfs finish
==> /design/flow/config.mk <==
export PLATFORM = sky130hd
export DESIGN_NAME = SinCos_cal_demo
export DESIGN_NICKNAME = SinCos_cal_demo
export VERILOG_FILES = /design/flow/design.v
export SDC_FILE = /design/flow/constraint.sdc
export NUM_CORES = 4
export LEC_CHECK = 1
export CORE_AREA = 10 10 70 70
export DIE_AREA = 0 0 80 80
==> /design/flow/constraint.sdc <==
current_design SinCos_cal_demo

set clk_period 2.0
set clk_io_pct 0.2

create_clock -name clk0 -period $clk_period [get_ports {clk}]

set non_clock_inputs [all_inputs -no_clocks]
set_input_delay [expr $clk_period * $clk_io_pct] -clock clk0 $non_clock_inputs
set_output_delay [expr $clk_period * $clk_io_pct] -clock clk0 [all_outputs]
==> impl_metrics.ini <==
; flow metrics
[die]
ioPinCount = 22
fp_util_pct = 17.8
num_rows = 21
die_h_um = 80
die_x_um = 80
chipArea_um2 = 6400
core_um2 = 3420

[routing]
drtIter0Drc = 0
ant_nets = 0
wirelength_um = 1210
drc = 0
vias = 390
antenna_cells = 0
wl_per_cell_um = 10.3
drt-vias-per-instance = 3.33
dr.pass1.iters = 1

[clock_tree]
hold_buffers = 0
cts_tree = yes
cts_max_path_buffers = 2
cts_root_buf = clkbuf_4
clk_pin_slew_worst_paths_ns = 0.08
clkSinkCount = 13
htreeDepth = 1
cts_setup_buffers = 0
cts_made_buffers = 3
ctsResizeCount = 0
clk_latency_ns = 0.27

[pwr]
p_leak_nw = 0.349
pwr_density_cell_nw_per_um2 = 650
ir_drop_mv = 0.161

[logic_synthesis]
topCellsByArea = dfrtp_1 54%, buf_4 8.7%, and2_1 5.2%
syn_inst = 55
ys_area_um2 = 607
synth_area_um2 = 607
numSynthFlops = 13
syn_avg_cell_area_um2 = 11.0
top_area_share_pct = 53.6
yosys_warnings = 2
synth_seq_share_pct = 53.6
synth.largest_area_cell = dfrtp_1
ys_cells = 55
synth_cell_types = 23

[cells_and_area]
fill_cells = 386
final_cells = 117
design_area_um2 = 808
final_core_util_pct = 23.7
drive_gt1_share_pct = 7.04
area_growth_pct = 33.2

[timing]
hold_viol = 0
tightest_slew_ns = 0.542
setup_tns_ns = 0
setup_viol = 0
rsz0062_at_grt = no
slew_headroom_pct = 63.8
fin_crit_sh_pct = 73.8
final_max_slew_viol_count = 0
fin_crit_ns = 1.48
max_freq_mhz = 677
finalClockSkew_ns = 0.00307

[setup_path]
crit_type = flip-flop to output port
worst-path-buf-inv = 1
crit_arrival_ns = 1.08
critical_path.startpoint_type = flip-flop
crit_path_end_kind = output port
crit_chain = clkdlybuf4s50_1
required_ns = 1.60
cp_top_family = buffers and inverters
cp_max_fo = 1
cpMaxStageDelayCell = clkdlybuf4s50_1
max_stage_delay_ns = 0.47

[global_route]
grt_pass1_wl_um = 1900
grtUsageTotal_pct = 3.75
grt_max_degree = 14
grt_overflow = 0
grt_pass1_vias = 405
grt_antenna_before_repair = 0

[flow_run]
max-cap-violations = 0
warning_count = 25

[placement]
dp.cells = 113
placed_area_um2 = 782
gp_congestion = 0.746
io_buffers = 17
dp_hpwl_um = 962

[min_path]
min_path_type = input port to async pin

[status]
status = complete, no violations
[synth_stat cells]
cell,count
mux2i_1,2
o21ai_0,1
conb_1,2
nor2_1,2
nand2_1,4
buf_4,7
inv_1,1
a21oi_1,2
a21boi_0,1
dfrtp_1,13
nor3b_1,1
xor2_1,1
nand3_1,1
nand2b_4,1
nor2b_1,1
nand2_2,1
nand3b_1,1
xnor2_1,3
a21boi_1,1
buf_6,1
o32ai_1,1
and2_1,5
nand2b_1,2
[final cells by class]
cell class              count  area [um^2]  area share, %
well taps                  46         57.6           7.12
clock buffers               4         26.3           3.25
inverters                   1         3.75          0.464
flip-flops and latches     13          325           40.2
multi-input cells          36          225           27.9
repair buffers             17          170           21.1
[per-stage QoR]
step	power (mW)	worst slack (ns)	hold WS (ns)
finish	0.526	0.523	0.481
global route	0.555	0.447	0.531
CTS	0.533	0.506	0.503
detailed placement	0.378	0.254	0.642
global placement	0.378	0.269	0.646
floorplan	0.333	0.955	0.104
[cell usage in the layout, fill, tap and decap left out, types with 2 or more instances in the layout]
cell	synthesis	routed
clkdlybuf4s50_1	0	17
xnor2_1	3	3
nor2_1	2	2
nand2b_1	2	2
and2_1	5	5
conb_1	2	5
dfrtp_1	13	13
nand2_1	4	4
a21oi_1	2	2
mux2i_1	2	2
clkbuf_4	0	3
[kinds of logic after synthesis]
family,Yosys count,synth area share [%]
buffers and inverters,9,11.1
AOI/OAI and AO/OA,6,6.39
and+or+nand+nor,19,18.6
xor gates and xnor gates,4,5.77
other,2,1.24
DFF,13,53.6
muxes,2,3.30
[flip-flops by register name (all words and copies together), names as in the netlist]
| signal | flops |
|---|---|
| math_tab.reg_temp | 12 |
| math_tab.rom_tab | 1 |
[path summary, 6_finish.rpt]
kind | endpoint | slack [ns] | from | cells after the start
hold / removal | math_tab.reg_temp[11] | 0.48 | rst_n | 1
hold reg to reg | math_tab.reg_temp[11] | 0.65 | math_tab.rom_tab[13][0] | 2
max in group asynchronous | math_tab.reg_temp[0] | 1.16 | rst_n | 1
setup reg to reg | math_tab.reg_temp[9] | 1.00 | math_tab.rom_tab[13][0] | 2
setup / recovery | sin[5] | 0.52 | math_tab.reg_temp[5] | 1
min in group clk0 | math_tab.reg_temp[11] | 0.65 | math_tab.rom_tab[13][0] | 2
[routing by layer]
| layer | vias to the layer above | global-route usage, % | part of all wire, % | wire length (um) |
|---|---|---|---|---|
| met5 | - | 0 | 0 | 0 |
| met3 | 4 | 1.82 | 8.0 | 97 |
| met4 | 0 | 1.06 | 1.4 | 17 |
| met1 | 171 | 5.51 | 54 | 656 |
| met2 | 16 | 4.65 | 36 | 439 |
| li1 | 199 | - | - | - |
[where the power goes]
group          internal (mW)  total, mW  switching (mW)
registers              0.279      0.286         0.00649
clock network         0.0772      0.156          0.0788
logic                 0.0525     0.0841          0.0316
Power is estimated from default activity; no workload was simulated.
